==> design.v <==
`timescale 1ns/1ns
module CLA16(A, B, Ci, S, Co, PG, GG);
input [15:0] A;
input [15:0] B;
input Ci;
output Co;
output PG;
output GG;
output [15:0] S;
wire [3:0] G;
wire [3:0] P;
wire [3:1] C;
wire x;
CLALogic_2 CarryLogic (G, P, Ci, C, Co, PG, GG);
CLA4 CLA4_1 (A[3:0], B[3:0], Ci, x, P[0], G[0], S[3:0]);
CLA4 CLA4_2 (A[7:4], B[7:4], C[1], x, P[1], G[1], S[7:4]);
CLA4 CLA4_3 (A[11:8], B[11:8], C[2], x, P[2], G[2], S[11:8]);
CLA4 CLA4_4 (A[15:12], B[15:12], C[3], Co, P[3], G[3], S[15:12]);
endmodule
`timescale 1ns/1ns
module CLA4(A, B, Ci, Co, PG, GG, S);
input [3:0] A;
input [3:0] B;
input Ci;
output Co;  
output PG;
output GG;
output [3:0] S;
wire [3:0] G;
wire [3:0] P;
wire [3:1] C;
CLALogic_1 CarryLogic (G, P, Ci, C, Co, PG, GG);
GPFullAdder FA0 (A[0], B[0], Ci, G[0], P[0], S[0]);
GPFullAdder FA1 (A[1], B[1], C[1], G[1], P[1], S[1]);
GPFullAdder FA2 (A[2], B[2], C[2], G[2], P[2], S[2]);
GPFullAdder FA3 (A[3], B[3], C[3], G[3], P[3], S[3]);
endmodule
`timescale 1ns/1ns
module CLALogic_1 (G, P, Ci, C, Co, PG, GG);
input [3:0] G;
input [3:0] P;
input Ci;
output [3:1] C;
output Co;
output PG;
output GG;
assign C[1] = G[0] | (P[0]&Ci);
assign C[2] = G[1] | (P[1]&G[0]) | (P[1]&P[0]&Ci);
assign C[3] = G[2] | (P[2]&G[1]) | (P[2]&P[1]&G[0]) | (P[2]&P[1]&P[0]&Ci);
assign Co = G[3] | (P[3]&G[2]) | (P[3]&P[2]&G[1]) | (P[3]&P[2]&P[1]&G[0]) | (P[3]&P[2]&P[1]&P[0]&Ci);
assign PG = P[3]&P[2]&P[1]&P[0];
assign GG = G[3] | (P[3]&G[2]) | (P[3]&P[2]&G[1]) | (P[3]&P[2]&P[1]&G[0]);
endmodule
`timescale 1ns/1ns
module CLALogic_2 (G, P, Ci, C, Co, PG, GG);
input [3:0] G;
input [3:0] P;
input Ci;
output [3:1] C;
output Co;
output PG;
output GG;
assign C[1] = G[0] | (P[0]&Ci);
assign C[2] = G[1] | (P[1]&G[0]) | (P[1]&P[0]&Ci);
assign C[3] = G[2] | (P[2]&G[1]) | (P[2]&P[1]&G[0]) | (P[2]&P[1]&P[0]&Ci);
assign Co = G[3] | (P[3]&G[2]) | (P[3]&P[2]&G[1]) | (P[3]&P[2]&P[1]&G[0]) | (P[3]&P[2]&P[1]&P[0]&Ci);
assign PG = P[3]&P[2]&P[1]&P[0];
assign GG = G[3] | (P[3]&G[2]) | (P[3]&P[2]&G[1]) | (P[3]&P[2]&P[1]&G[0]);
endmodule
`timescale 1ns/1ns
module GPFullAdder (X, Y, Cin, G, P, Sum);
input X;
input Y;
input Cin;
output G;
output P;
output Sum;
assign G = X & Y;
assign P = X ^ Y;
assign Sum = P ^ Cin;
endmodule
==> run.sh <==
#!/bin/bash
# OpenROAD 26Q1-2900-gdf79404cd8, Yosys 0.63+post, stock flow scripts
make -C /OpenROAD-flow-scripts/flow DESIGN_CONFIG=/design/flow/config.mk WORK_HOME=/design/flow/orfs finish
==> config.mk <==
export PLATFORM = sky130hd
export DESIGN_NAME = CLA16
export DESIGN_NICKNAME = CLA16
export VERILOG_FILES = /design/flow/design.v
export SDC_FILE = /design/flow/constraint.sdc
export NUM_CORES = 4
export LEC_CHECK = 1
export CORE_AREA = 10 10 80 80
export DIE_AREA = 0 0 90 90
==> constraint.sdc <==
current_design CLA16

set clk_period 4.3
set clk_io_pct 0.2

create_clock -name clk0 -period $clk_period

set non_clock_inputs [all_inputs -no_clocks]
set_input_delay [expr $clk_period * $clk_io_pct] -clock clk0 $non_clock_inputs
set_output_delay [expr $clk_period * $clk_io_pct] -clock clk0 [all_outputs]
==> notes.md <==
Notes on the physical implementation.

- The run finished with clean final reports.
- The type of the tightest min-delay check is in2out, for reference.
- The number of global-route vias before repair is 1,004, for reference.
- The placeable core region is approximately 4700 sq um, for reference.
- Entering global routing, the biggest net connects 7 pins.
- The top fanout value on the critical path is 3, for reference.
- The share of layout cells above drive strength 1 is 0.147, for reference.
- The pin closest to its max-slew limit shows a slew of 0.540 ns.
- The post-detailed-placement half-perimeter wirelength is 2490 um, for reference.
- STA on the placed design reports a worst setup slack of -0.0514 ns.
- The remaining max-slew budget at the tightest pin is 0.638, for reference.
- The number of antenna violations at the first check in global routing is 0, for reference.
- The power density relative to cell area is 142 nW/um^2, for reference.
- The final worst slack is ~0.12 ns, for reference.
- Summing all flip-flop and latch instances after layout gives 0 sq um.
- In this run the VDD rail shows a maximum IR drop of between 40 and 50 uV.
- By instance count after routing, the leading logic cell types are sky130_fd_sc_hd__clkdlybuf4s50_1 (47), sky130_fd_sc_hd__inv_1 (15), sky130_fd_sc_hd__a21oi_1 (10), sky130_fd_sc_hd__ha_1 (10), sky130_fd_sc_hd__buf_4 (10).
- The weighted congestion at the end of routability-driven global placement is 0.751, for reference.
- For reference, the critical path is launched at B[1].
- With fillers left out, the area of the finished cells amounts to around 1600 sq um.
- The path with the worst hold slack has its endpoint at S[4].
- The number of top-level design ports is approximately 52, for reference.
- Derived from the worst setup path, the maximum achievable clock frequency is around 240 MHz.
- The total negative slack is 0 ns, for reference.
- Counting instances, the worst hold path has a depth of 3.
- The final timing report lists a hold violation count of 0.
- The routed length per instance is approximately 12 um, for reference.
- In this run, the number of DRC markers left after iteration 0 of detailed routing was 18.
- The cell total after placement is approximately 240, for reference.
- Summed over all routing layers, the global router reports a total usage of 0.0662.
- The number of setup violations in the final report is 0, for reference.
- The first global-routing pass estimated about 4700 um of wire.
- The number of standard cells after synthesis is approximately 120, for reference.
- The synthesized area per cell is roughly 7.6 sq um, for reference.
- Leaving out fill and tap cells, the most frequent cell in the layout is sky130_fd_sc_hd__clkdlybuf4s50_1.
- The finished layout holds 237 standard cells, fillers aside.
- Per the OpenROAD floorplan log, the height of the die is approximately 90 um.
- The number of rows in the core area is 25, for reference.
- During placement, the flow inserted port buffers numbering about 52.
- In this run the static leakage power is between 0.0006 and 0.0007 uW.
- The element type at the critical path start is an input pin, for reference.
- The number of distinct standard cells referenced by the synthesized netlist is 34, for reference.
- For this run, the detailed router's first-pass iteration total came to 4.
- The share of the cycle needed by the critical path after routing is 0.971, for reference.
- In the Yosys report the total cell count is 124.
- The synthesized netlist occupies a cell area of roughly 940 sq um.
- The setup path with the least slack is of type in2out.
- For this configuration, the core starts out at a cell density of 0.199.
- The number of clock-tree buffers in the layout is 0, for reference.
- Per the run summary, max-cap violations total 0.
- Once detail routing completed, the nets flagged for antenna violations numbered 0.
- The die is around 90 um wide.
- The via-per-instance ratio is approximately 4.2, for reference.
- There are 0 flip-flops and latches.
- Warnings raised by the tools during the run amount to 32.
- The arrival time of the worst setup path is 3.32 ns, for reference.
- The endpoint class of the critical path is an output pin, for reference.
- The total congestion overflow after global routing is 0, for reference.
- The number of antenna repair diodes is 0, for reference.
- The area added between synthesis and finish is 69.2%, for reference.
- For this run, the register share of the synthesized area comes to 0.
- The warning tally printed by Yosys for this design is 1.
- After detailed routing, the number of remaining DRC violations is 0.
- For this block, the routed nets add up to about 2800 um of wire.
- In this run the most critical hold path is launched from A[4].
- Setup repair after global routing left no endpoint under its margin.
- The final period demand of the worst path is between 4 and 5 ns, for reference.
- The critical path endpoint has a required time of ~3.4 ns.
- The synthesis area per yosys is 938 sq um, for reference.
- According to the floorplan report, the total die area is ~8100 sq um.
- Detailed routing inserted a total of roughly 980 vias.
- The final timing report lists a max-slew violation count of 0.
- After detailed placement, the total cell area comes to ~1500 sq um.
[worst max-delay path, cell delays in order]
cell and delay [ns]:
sky130_fd_sc_hd__clkdlybuf4s50_1 0.40, sky130_fd_sc_hd__ha_1 0.31, sky130_fd_sc_hd__o21a_2 0.22, sky130_fd_sc_hd__a211o_1 0.34, sky130_fd_sc_hd__and3_4 0.18, sky130_fd_sc_hd__nor2_4 0.08
sky130_fd_sc_hd__fa_1 0.41, sky130_fd_sc_hd__inv_1 0.06, sky130_fd_sc_hd__clkdlybuf4s50_1 0.45
[power by group]
group | internal (uW) | switching (uW)
logic | 146 | 79.7
clock network | 0 | 0
registers | 0 | 0
[cell type report]
type               count  area, sq um
inverters             15         56.3
well taps             67         83.8
multi-input cells     93          847
repair buffers        62          601
fillers              504         3140
[how the worst max path moves through the flow]
stage | endpoint | slack [ns]
after CTS | S[12] | 0.02
after global routing | S[8] | 0.02
final | S[12] | 0.12
[timing repair]
action / in CTS / in global routing
pin swaps: 5 / 7
buffers inserted: 0 / 1
setup endpoints to repair: 1 / 5
hold endpoints to repair: 0 / 0
hold buffers: 0 / 0
gates resized: 4 / 11
[Yosys cell counts (2+ instances only)]
cell type / n / area [sq um]
sky130_fd_sc_hd__buf_4: 16 / 120
sky130_fd_sc_hd__ha_1: 16 / 200
sky130_fd_sc_hd__inv_1: 15 / 56.3
sky130_fd_sc_hd__a21oi_1: 10 / 50.1
sky130_fd_sc_hd__nand2_1: 7 / 26.3
sky130_fd_sc_hd__xnor2_1: 6 / 52.6
sky130_fd_sc_hd__fa_1: 4 / 80.1
sky130_fd_sc_hd__nor2_1: 4 / 15.0
sky130_fd_sc_hd__nor3_1: 4 / 20.0
sky130_fd_sc_hd__a211o_1: 3 / 26.3
sky130_fd_sc_hd__a31oi_1: 3 / 18.8
sky130_fd_sc_hd__nand4_1: 3 / 18.8
sky130_fd_sc_hd__nor2b_1: 3 / 18.8
sky130_fd_sc_hd__o21ai_0: 3 / 15.0
sky130_fd_sc_hd__xor2_1: 3 / 26.3
sky130_fd_sc_hd__a211oi_1: 2 / 15.0
sky130_fd_sc_hd__a21o_1: 2 / 15.0
sky130_fd_sc_hd__a21o_2: 2 / 17.5
sky130_fd_sc_hd__nand3_1: 2 / 10.0
sky130_fd_sc_hd__o21a_1: 2 / 15.0
[kinds of logic (layout without fill, tap and decap cells)]
family | Yosys count | count (layout) | share of synthesized area
simple gates | 27 | 27 | 0.155
compound gates | 37 | 37 | 0.275
buf+inv | 31 | 77 | 0.188
xor+xnor | 9 | 9 | 0.0840
fa+ha+maj | 20 | 20 | 0.299
[metrics by stage]
step                 util  power, uW  hold slack [ns]
finish              0.336        226             2.54
global route        0.336        254             2.59
CTS                 0.317        222             2.63
detailed placement  0.315        219             2.82
global placement    0.315        219             2.82
floorplan               -        131             1.78
[metal layers]
layer  track usage  wire length [um]
met2         0.111              1330
met1        0.0901              1180
met3        0.0151               240
met4             0                 0
met5             0                 0
Power is estimated from default activity; no workload was simulated.
