File: ./design.v
`timescale 1ns/1ns
module LUT_multiplier #(parameter M=10, N=10) 
(input Ck, Reset, rd, wr, input [M-1 : 0] addr, input [N-1:0] writeData, output reg [N-1:0] readData);
reg [N-1:0] mem [0:2**M-1];
always @ (posedge Ck) begin
	if (Reset) readData <= 'bz;
	else if (wr && !rd) mem[addr] <= writeData;
	else if (rd && !wr) readData <= mem[addr];
	else readData <= 'bz;
end
endmodule 
File: ./run.sh
#!/bin/bash
# OpenROAD 26Q1-2900-gdf79404cd8, Yosys 0.63+post, stock flow scripts
make -C /OpenROAD-flow-scripts/flow DESIGN_CONFIG=/design/flow/config.mk WORK_HOME=/design/flow/orfs finish
File: ./config.mk
export PLATFORM = sky130hd
export DESIGN_NAME = LUT_multiplier
export DESIGN_NICKNAME = LUT_multiplier
export VERILOG_FILES = /design/flow/design.v
export SDC_FILE = /design/flow/constraint.sdc
export NUM_CORES = 4
export LEC_CHECK = 1
export CORE_UTILIZATION = 50
export SYNTH_MEMORY_MAX_BITS = 65536
File: ./constraint.sdc
current_design LUT_multiplier

set clk_period 61.8
set clk_io_pct 0.2

create_clock -name clk0 -period $clk_period [get_ports {Ck}]

set non_clock_inputs [all_inputs -no_clocks]
set_input_delay [expr $clk_period * $clk_io_pct] -clock clk0 $non_clock_inputs
set_output_delay [expr $clk_period * $clk_io_pct] -clock clk0 [all_outputs]
==> flow_summary.yaml <==
# implementation run metrics
status:
  run_status: "completed"
synth:
  yosys_register_bits: 10250
  synth_stat.cells: 20449
  ys_seq_share_pct: 78.2
  syn_area_sq_mm: 0.393
  yosysWarnings: 3
  synth_async_sr_flop_share_pct: 0
  synth_cells: 20449
  avgSynthCellArea_sq_um: 19.2
  edf_count: 10250
  ys_area_sq_mm: 0.393
  ff_type: "edfxtp_1"
  synth_cell_types: 58
floorplan:
  ios: 34
  initCoreUtil_pct: 50.2
  die_w_um: 889
  core_area_sq_mm: 0.784
  die-area_sq_mm: 0.790
  die_h_um: 889
  row_count: 325
detailed_routing:
  first_pass_iters: 6
  vias_per_cell: 6.08
  wirelength_um: 1140000
  wire_per_inst_um: 34.1
  drt.antenna.violating_nets: 0
  drtIter0Drc: 14872
  num_vias: 203103
  drc: 0
critical_path:
  cp-end-kind: "flop"
  cp.arrival_ns: 22.05
  crit_path_start_kind: "input pin"
  critPathMaxFanout: 95
  worstSetupPathType: "in -> reg"
  cp_data_required_time_ns: 62.76
pwr:
  ir_drop_mv: 0.0444
  power.density_mw_per_mm2: 32.2
  p_sw_mw: 3.05
  p_leak_nw: 150
  pwr-share-comb_pct: 4.5
  pwr-share-clk_pct: 42.5
  p_seq_share_pct: 53.0
  p_int_mw: 11.4
  switching_share_pct: 21.1
min_path:
  hold_path_class: "reg -> reg"
job:
  maxCapViolCount: 0
  warning_count: 45
grt:
  grt_pass1_wl_um: 1600000
  grt_overflow: 0
  antenna_found_initial: 93
  grt_max_degree: 111
  grt_usage_pct: 32.5
  first_global_vias: 214447
cts:
  clk_path_buf_depth: 5
  clk_pin_slew_ns: 0.06
  holdBufCountCts: 0
  cts_buffers: 1120
  clk_latency_ns: 1.24
  cts_resized: 0
  cts_tree: "yes"
  htreeDepth: 7
  cts_root_buf: "clkbuf_16"
  post-cts-setup-buffers: 0
  cts.sinks: 10250
timing:
  finalSetupTns_ns: 0
  maxSlewViolCount: 0
  timing.final.crit_share_pct: 34.1
  max_freq_mhz: 47.4
  rsz0062_at_grt: "no"
  fin_worst_skew_ns: 0.0746
  tightest_slew_ns: 1.40
  finalCriticalPeriod_ns: 21.10
  relSlewSlack_pct: 6.49
  finalHoldViolations: 0
  layout_setup_ws_ns: 40.70
  setup_viol: 0
placed_design:
  dp_hpwl_um: 710000
  place_ws_ns: 39.72
  portBuffers: 33
  gp_congestion: 0.938
finish:
  syn2layout_area_growth_pct: 14.1
  drive_gt1_share_pct: 18.1
  layout_top_cell: "edfxtp_1"
  mostFrequentLayoutCells: "10,250 x edfxtp_1, 3,530 x mux2i_1, 1,722 x buf_4, 1,599 x o22ai_1, 1,146 x clkbuf_16"
  final_util_pct: 57.3
-- logic make-up after synthesis --
| family | count (synthesis) | share of synthesized area (%) |
|---|---|---|
| buf+inv | 1323 | 1.52 |
| mux | 4413 | 14.0 |
| simple gates | 2127 | 2.44 |
| flops | 10250 | 78.2 |
| compound gates | 2336 | 3.81 |
-- path summary, 6_finish.rpt --
check	startpoint	end	slack [ns]	cells after the start
hold / removal	mem[72][9]	readData[9]	1.17	8
setup / recovery	addr[1]	readData[9]	40.70	21
setup reg to reg	mem[282][6]	readData[6]	57.72	9
hold reg to reg	mem[72][9]	readData[9]	1.17	8
-- state kept, by name, indices dropped and copies added (netlist names) --
| signal | flops |
|---|---|
| readData | 10 |
| mem | 10240 |
-- cell type report --
class / instances / area, sq um
Antenna cell: 186 / 465
Clock buffer: 1405 / 29600
Clock inverter: 449 / 3290
Fill cell: 56907 / 335000
Inverter: 2 / 15.0
Multi-Input combinational cell: 8876 / 80400
Sequential cell: 10250 / 308000
Tap cell: 10464 / 13100
Timing Repair Buffer: 1795 / 14100
-- worst max-delay path: stages --
cell and delay (ns):
buf_16 0.43, buf_4 0.58, buf_12 0.43, buf_4 0.70, buf_4 0.69, buf_4 0.63, buf_4 0.71, buf_4 0.59
buf_4 0.58, buf_4 0.67, buf_4 0.52, mux2i_1 0.31, o22ai_1 0.14, nor4_1 0.45, o2111ai_1 0.22, o31ai_2 0.24
buf_4 0.18, nor4_1 0.06, a311oi_1 0.60, buf_4 0.25, nand4_1 0.10
-- through the flow --
stage	hold slack, ns	std cells	area [sq um]	total power, mW
4_1_cts	1.18	33239	448000	14.5
6_report	1.17	33427	449000	14.5
2_1_floorplan	0.806	20449	393000	8.11
3_3_place_gp	1.19	31380	415000	8.45
5_1_grt	1.25	33298	448000	14.8
3_5_place_dp	1.18	31385	415000	8.46
-- metal layers --
| metal | routed length [um] | vias to the layer above | global-route usage (%) |
|---|---|---|---|
| li1 | - | 87110 | - |
| met1 | 356000 | 101879 | 41.4 |
| met2 | 517000 | 11912 | 44.2 |
| met3 | 213000 | 2062 | 26.2 |
| met4 | 50700 | 140 | 11.4 |
| met5 | 3000 | - | 2.05 |
-- Yosys cell counts, drive strengths merged, types with 9 or more instances --
master / count / share of area, %
nand4: 20 / 0.033
mux4: 874 / 5.0
mux2: 9 / 0.026
o2111ai: 74 / 0.16
o21ai: 258 / 0.33
o2111a: 18 / 0.052
clkbuf: 627 / 0.60
a21oi: 35 / 0.045
nand2: 287 / 0.27
nor2: 1146 / 1.1
a22oi: 247 / 0.47
mux2i: 3530 / 9.0
edfxtp: 10250 / 78
buf: 694 / 0.92
and3: 22 / 0.035
o22ai: 1599 / 2.5
nand3: 105 / 0.13
nor4: 402 / 0.64
nor3: 97 / 0.12
o211ai: 83 / 0.16
-- power groups by stage --
stage	combinational [mW]	clock [mW]	sequential (mW)
4_1_cts	0.648	6.23	7.66
6_report	0.649	6.15	7.66
5_1_grt	0.684	6.49	7.66
Power is estimated from default activity; no workload was simulated.
