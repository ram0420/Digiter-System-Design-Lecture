File: design/flow/config.mk
export PLATFORM = sky130hd
export DESIGN_NAME = FIFO_top
export DESIGN_NICKNAME = FIFO_top
export VERILOG_FILES = /design/flow/design.v
export SDC_FILE = /design/flow/constraint.sdc
export NUM_CORES = 4
export LEC_CHECK = 1
export CORE_AREA = 10 10 70 70
export DIE_AREA = 0 0 80 80
File: design/flow/constraint.sdc
current_design FIFO_top

set clk_period 2.0
set clk_io_pct 0.2

create_clock -name clk0 -period $clk_period [get_ports {clk}]

set non_clock_inputs [all_inputs -no_clocks]
set_input_delay [expr $clk_period * $clk_io_pct] -clock clk0 $non_clock_inputs
set_output_delay [expr $clk_period * $clk_io_pct] -clock clk0 [all_outputs]
File: design/flow/design.v
`timescale 1ns/1ns
module FIFO #(parameter M=5, N=5)
    (input clk, rst, rd, wr, input[N-1:0] data_in, input [M-1:0] rd_ptr, wr_ptr, input [M:0] fifo_cnt, output empty, full, output[N-1:0] data_out);
reg [N-1:0] fifo_ram [0:2**M-1];
reg [N-1:0] fifo_out;
always @(posedge clk) begin
	if (rst) fifo_out <= 'bz;
	else begin
	 if ((wr==1)&&(!full)) fifo_ram [wr_ptr] <= data_in;
	 else fifo_out <= 'bz;
	end
end
always @(posedge clk) begin
	if (rst) fifo_out <= 'bz;
	else begin
	 if ((rd==1)&&(!empty)) fifo_out <= fifo_ram[rd_ptr];
	 else if ((empty) && (wr == 1) && (rd == 1)) fifo_out <= data_in;
	 else fifo_out <= 'bz;
	end
end
assign data_out = fifo_out;
assign empty = (fifo_cnt == 0);
assign full = (fifo_cnt == 2**M);
endmodule 
module FIFO_top #(parameter M=5, N=5)
	(input clk, rst, rd, wr, input[N-1:0] data_in, output empty, full, output[M:0] fifo_cnt, output[N-1:0] data_out);
wire [M-1:0] rd_ptr, wr_ptr;
FIFO #(5,5) F1(clk, rst, rd, wr, data_in, rd_ptr, wr_ptr, fifo_cnt, empty, full, data_out);
count #(5,5) C1(clk, rst, rd, wr, empty, full, fifo_cnt);
pointer #(5,5) P1(clk, rst, rd, wr, empty, full, rd_ptr, wr_ptr);
endmodule
`timescale 1ns/1ns
module count #(parameter M=5, N=5)
	(input clk, rst, rd, wr, empty, full, output reg [M:0] fifo_cnt);
always @(posedge clk) begin
	if (rst) fifo_cnt <= 0;
	else begin
		case ({wr, rd})
			2'b10 : begin if(!full)fifo_cnt <= fifo_cnt +1;
				else fifo_cnt <= fifo_cnt; end
			2'b01 : begin if(!empty) fifo_cnt <= fifo_cnt -1;
				else fifo_cnt <= fifo_cnt; end
			default fifo_cnt <= fifo_cnt;
		endcase
	end
end
endmodule 
`timescale 1ns/1ns
module pointer #(parameter M=5, N=5)
	(input clk, rst, rd, wr, empty, full, output reg [M-1:0] rd_ptr, wr_ptr);
always @(posedge clk) begin
	if (rst) begin
		wr_ptr <= 0;
	end
	else begin
		if ((wr==1)&&(!full)) wr_ptr <= wr_ptr + 1;
		else wr_ptr <= wr_ptr ; end
end
always @(posedge clk) begin
	if (rst) begin
		rd_ptr <= 0;
	end
	else begin
		if ((rd==1)&&(!empty)) rd_ptr <= rd_ptr + 1;
		else if ((rd==1)&&(empty)&&(wr==1)) rd_ptr <= rd_ptr + 1;
		else rd_ptr <= rd_ptr; end
end
endmodule 
File: design/flow/run.sh
#!/bin/bash
# OpenROAD 26Q1-2900-gdf79404cd8, Yosys 0.63+post, stock flow scripts
make -C /OpenROAD-flow-scripts/flow DESIGN_CONFIG=/design/flow/config.mk WORK_HOME=/design/flow/orfs finish
==> run notes <==
fresh numbers from the pnr run: vias in the first global route=around 520, fmax=roughly 530 MHz, post-synthesis cell count=76, FF-to-FF Start=C1.fifo_cnt[1], clk buf depth=2, final hold slack=~600 ps, first-pass GRT wire length=around 2.4 mm, GR Util All Layers=between 4 and 5%, Yosys Chip Area=roughly 620 um2, share of layout cells above drive strength 1=28.0%, Placed Instance Area=slightly below 800 um2, max-cap violations=0, CP Class=in2reg, Worst-Skew Late Latency=between 200 and 250 ps, crit path DAT=2020 ps, max-slew violations=0, CP Capture Type=register, Buf/Inv on CP=3, vias=538, Leakage=between 0.0003 and 0.0004 uW, Iteration-0 DRC Markers=3, Synth cell types=36, CTS tree=done, area grow syn2layout=36.8%, crit-path cells=dlygate4sd2_1 -> inv_2 -> ha_4 -> xor2_1 -> ha_2 -> inv_1 -> o21ai_1 -> a21oi_1 -> o21ai_1 -> mux2_2, setup_tns=0 ps, Final Hold Vio Count=0, gpl congestion=around 0.75, CP Max Fanout=5, row count=21, die height=80 um, global route total overflow=0, TritonCTS Buffers=3, setup violators final=0, Mapped Area=between 600 and 700 um2, floorplan core density=18.0%, Clock Pin Slew Worst Setup and Hold Paths=around 40 ps, worst setup path startpoint=wr, worst min-delay path startpoint=C1.fifo_cnt[1], CP required=2130 ps, CP peak stage delay=350 ps, design area=~840 um2, largest net degree at the start of global routing=12, DRC=0, Peak VDD IR=~0.00024 V, Synthesis Warnings=17, Total Wirelength=~1.4 mm, Largest regs=C1.fifo_cnt x6, Final ANT Viol Nets=0, CTS Sinks=6, core outline area=between 3000 and 4000 um2, ys flops=6, Slowest-stage cell, CP=mux2_2, skew final=approximately 3.6 ps, area of the die=about 6400 um2, Die Wd=roughly 80 um, most flop-heavy register=C1.fifo_cnt, yosys cell count=around 76, Root Driver=clkbuf_4, fin crit period=around 1900 ps, max reg flops=6, Log Warnings=32, post-DP HPWL=~1.1 mm, register share after synthesis=between 10% and 20%, ANT cells=0, post-layout util=approximately a quarter, initial antenna violation count=0, PwrDens=721 nW/um2, status=completed, Final Cycle Share=between 90% and 100%, CP dominant cell by count=o21ai_1, Syn Area/Cell=approximately 8 um2, startpoint types=input port, CP top delay family=buffers and inverters, drt pass-1 iters=3, Placed Cells=roughly 140, Vias/cell=3.87, port bufs=11, non-filler cells, final=approximately 140, H-tree levels=1, Wirelength per Cell=approximately 10 um, HP Class=reg2reg, num ports=22
-- where the power goes --
part | internal [uW] | switching, uW | leakage, uW
sequential | 144 | 56.9 | 0.0000501
combinational | 185 | 112 | 0.000303
clock | 67.7 | 41.9 | 0.0000138
total | 397 | 210 | 0.000367
-- tightest hold or removal path, cell delays in order, from the launching register on --
cell and delay [ps]:
dfxtp_2 370, mux2i_1 140, nor2_1 50
-- area by class of cell --
class | count | area, um2
flip-flops and latches | 6 | 123
well taps | 46 | 57.6
clock buffers | 3 | 22.5
inverters | 4 | 15.0
repair buffers | 20 | 176
fillers | 382 | 2570
multi-input cells | 60 | 448
-- cell usage after synthesis --
| library cell | number | area, um2 |
|---|---|---|
| nor2_1 | 8 | 30.0 |
| buf_4 | 6 | 45.0 |
| dfxtp_1 | 6 | 120 |
| nand2_1 | 6 | 22.5 |
| a21oi_1 | 5 | 25.0 |
| ha_1 | 4 | 50.1 |
| o21ai_0 | 4 | 20.0 |
| inv_1 | 3 | 11.3 |
| a21o_1 | 2 | 15.0 |
| buf_6 | 2 | 22.5 |
| nand3_1 | 2 | 10.0 |
| nor2b_1 | 2 | 12.5 |
| xnor2_1 | 2 | 17.5 |
| xor2_1 | 2 | 17.5 |
| a211o_1 | 1 | 8.76 |
| a221oi_2 | 1 | 15.0 |
| a22oi_1 | 1 | 7.51 |
| a31o_2 | 1 | 8.76 |
| a31oi_4 | 1 | 21.3 |
| and3_1 | 1 | 6.26 |
| and3b_1 | 1 | 8.76 |
| and4b_1 | 1 | 10.0 |
| buf_1 | 1 | 3.75 |
| buf_2 | 1 | 5.00 |
| conb_1 | 1 | 3.75 |
| inv_2 | 1 | 3.75 |
| mux2_1 | 1 | 11.3 |
| mux2_2 | 1 | 11.3 |
| mux2_4 | 1 | 15.0 |
| mux2i_1 | 1 | 10.0 |
| nand2b_1 | 1 | 6.26 |
| nor2b_2 | 1 | 8.76 |
| nor3_2 | 1 | 10.0 |
| nor4b_1 | 1 | 8.76 |
| o22ai_1 | 1 | 6.26 |
| or2_1 | 1 | 6.26 |
-- layout by cell type, fill, tap and decap left out, types with 3 or more instances in the layout --
master / count
nor2_1: 7
clkdlybuf4s50_1: 9
dfxtp_1: 4
conb_1: 5
a21oi_1: 5
buf_4: 9
nand2_1: 6
clkbuf_4: 3
-- logic make-up after synthesis --
kind of cell,Yosys count,synth area share (%)
AOI/OAI and AO/OA,17,20.7
xor gates and xnor gates,4,5.69
adders and majority gates,4,8.13
buffers and inverters,14,14.8
DFF,6,19.5
muxes,4,7.72
other,1,0.609
and+or+nand+nor,26,22.8
-- final timing paths --
| path | endpoint | slack, ps | cells past startpoint |
|---|---|---|---|
| max | C1.fifo_cnt[4] | 110 | 10 |
| min | C1.fifo_cnt[1] | 600 | 2 |
| min reg2reg | C1.fifo_cnt[1] | 600 | 2 |
| max reg2reg | C1.fifo_cnt[4] | 300 | 7 |
-- stage by stage --
stage	power [uW]	setup slack, ps
final	607	112
after global routing	669	-0.110
after CTS	594	32.1
after detailed placement	475	-493
after global placement	473	-480
after floorplan	361	6.54
-- repair_timing --
| action | in CTS | in global routing |
|---|---|---|
| gates resized | 6 | 7 |
| pin swaps | 1 | 1 |
| setup endpoints to repair | 4 | 4 |
| hold buffers | 0 | 0 |
| buffers inserted | 0 | 1 |
-- per-layer routing --
layer | up-vias | track usage [%] | part of all wire [%]
met4 | 0 | 1.23 | 2.3
met5 | - | 0 | 0
li1 | 283 | - | -
met2 | 8 | 7.38 | 48
met3 | 4 | 1.14 | 3.2
met1 | 243 | 5.60 | 47
Power figures rest on the tool's default switching activity, not on a simulated workload.
